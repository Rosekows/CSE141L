`./design.v`:
```
module program_1(                            
  input clk,
        init,						    
  output logic done);				    
  logic[7:0] data_ram[256];			    
  logic[7:0] cycle_ct;				    
  always_ff @(posedge clk)
    if(init) begin
	  done        <= 0;
      cycle_ct    <= 0;
	  for(int i=4; i<8; i++)            
	    data_ram[i] <= 0;			    
    end 
    else begin
	  case(cycle_ct)		            
	    1: if(data_ram[1][0])
	         {data_ram[6],data_ram[7]} <= data_ram[2];
	    2,3,4,5,6,7,8: if(data_ram[1][cycle_ct-1])
	         {data_ram[6],data_ram[7]} <= {data_ram[6],data_ram[7]} + (data_ram[2]<<(cycle_ct-1));
        9: if(data_ram[3][0])
		     {data_ram[4],data_ram[5]} <= {data_ram[6],data_ram[7]}; 
        10,11,12,13,14,15,16: if(data_ram[3][cycle_ct-9])
		     {data_ram[4],data_ram[5]} <= 
		       	{data_ram[4],data_ram[5]} + ({data_ram[6],data_ram[7]}<<(cycle_ct-9)); 
        17: done <= 1;
	  endcase
      cycle_ct <= cycle_ct+1;	  
	end
endmodule
module program_2(
  input clk,
        init,
  output logic done);
  logic[7:0] data_ram[96];
  logic[7:0] cycle_ct;
  logic mat;
  always_ff @(posedge clk)
    if(init) begin
	  done        <= 0;
      cycle_ct    <= 0;
	  data_ram[7] <= 0;		    
	  mat         <= 0;	        
    end 
    else begin
      for(int i=32;i<96;i++) begin
	    mat = 0;	          
	    for(int j=0;j<5;j++) begin
		  cycle_ct = cycle_ct + 1;
          if(data_ram[i][3:0]==data_ram[6][3:0]) begin
		    mat = 1;  
		  end
		  data_ram[i] = data_ram[i]>>1;
		  end
		 data_ram[7] = data_ram[7]+mat;
	  end
      done <= 1;
	end
endmodule
module program_3(
  input        clk,
               init,
  output logic done);
  logic signed[7:0] data_ram[256];          
  logic       [7:0] data_ram1[256];		    
  logic       [7:0] cycle_ct;
  always @(posedge clk)
    if(init) begin
	  done        = 0;
      cycle_ct    = 0;
	  data_ram1[126] = 255;
	  data_ram1[127] = 255;
    end 
    else begin							    
      for(int k=129;k<148;k++) begin
	    for(int j=128;j<k;j++) begin
		  cycle_ct = cycle_ct + 1;
		  if(data_ram[k]>data_ram[j])
		    data_ram1[126]    = data_ram[k]-data_ram[j];
		  else 
		    data_ram1[126] = data_ram[j]-data_ram[k];
		  if(data_ram1[126]<data_ram1[127])
		    data_ram1[127] = data_ram1[126]; 
		end
	  end
      done = 1;
	end
endmodule
module program_all(
  input clk,
        init,
  output logic done);
  wire dones[4];
  logic[7:0] data_ram_all[256];
  logic[1:0] rotator = 0;
  program_1 pr1(.clk, .init, .done(dones[1]));
  program_2 pr2(.clk, .init, .done(dones[2]));
  program_3 pr3(.clk, .init, .done(dones[3]));
  always @(posedge init) begin
    if(rotator==3) rotator <= 1;
    else           rotator <= rotator + 1;  
    for(int i=1; i<4; i++) 
	  pr1.data_ram[i] <= data_ram_all[i];
	  pr2.data_ram[6] <= data_ram_all[6];
	for(int j=32; j<96; j++)
	  pr2.data_ram[j] <= data_ram_all[j];
	for(int k=128; k<148; k++)
	  pr3.data_ram[k] <= data_ram_all[k];     
  end
  assign done = dones[rotator];
endmodule
```
`./run.sh`:
```
#!/bin/bash
# OpenROAD 26Q1-2900-gdf79404cd8, Yosys 0.63+post, stock flow scripts
make -C /OpenROAD-flow-scripts/flow DESIGN_CONFIG=/design/flow/config.mk WORK_HOME=/design/flow/orfs finish
```
`./config.mk`:
```
export PLATFORM = sky130hd
export DESIGN_NAME = program_all
export DESIGN_NICKNAME = program_all
export VERILOG_FILES = /design/flow/design.v
export SDC_FILE = /design/flow/constraint.sdc
export NUM_CORES = 4
export LEC_CHECK = 1
export CORE_AREA = 10 10 70 70
export DIE_AREA = 0 0 80 80
```
`./constraint.sdc`:
```
current_design program_all

set clk_period 1.4
set clk_io_pct 0.2

create_clock -name clk0 -period $clk_period [get_ports {clk}]
create_clock -name clk1 -period $clk_period [get_ports {init}]

set non_clock_inputs [all_inputs -no_clocks]
set_input_delay [expr $clk_period * $clk_io_pct] -clock clk0 $non_clock_inputs
set_output_delay [expr $clk_period * $clk_io_pct] -clock clk0 [all_outputs]
```
==> impl_report.txt <==
IMPLEMENTATION SUMMARY REPORT
----------------------------------------------------
[Yosys]
  Total number of yosys warnings ........................ 584
  Distinct lib cells ........................ 20
  Area leader, netlist ........................ sky130_fd_sc_hd__dfxtp_1
  Number of synthesized register bits ........................ 12
  Syn Area/Cell ........................ 9.59 µm²
  Yosys stat cell total ........................ 51
  Post-synth design cell area ........................ 489 µm²
  Max-area cell share ........................ 0.491
  Proportion of synthesized chip area in sequential cells ........................ 0.491
  Yosys chip area ........................ 489 µm²
  Largest cells by area after synthesis ........................ sky130_fd_sc_hd__dfxtp_1 49%, sky130_fd_sc_hd__ha_1 10%, sky130_fd_sc_hd__nor2_1 6.1%
  Syn Inst Count ........................ 51

[Clock network]
  Clock transition at the register clock pins on the worst setup and hold paths after CTS ........................ 0.07 ns
  Clock tree from TritonCTS ........................ done
  Post-CTS Repair Setup Buffers ........................ 0

[Route]
  Drt first pass iters ........................ 3
  Per-cell routed wire length ........................ 7.94 µm
  Remaining antenna violation count after routing ........................ 0
  Residual DRC count ........................ 0
  Number of antenna cells inserted ........................ 0
  DRT iter0 DRCs ........................ 29
  Vias post-DR ........................ 393
  Wire length reported by the detailed router ........................ 889 µm
  Vias per cell ........................ 3.51

[Finish]
  Finished layout cell area ........................ 719 µm²
  Area delta synth->final ........................ 47.1%
  Commonest non-fill, non-tap cell in the layout ........................ sky130_fd_sc_hd__clkbuf_4
  Most frequent cells in the layout ........................ 10 x sky130_fd_sc_hd__clkbuf_4, 9 x sky130_fd_sc_hd__dfxtp_1, 7 x sky130_fd_sc_hd__nor2_1
  Layout cells sized above 1 ........................ 0.364
  Fillers ........................ 369

[Timing]
  PnR worst setup slack ........................ -0.262 ns
  Pins Over Slew Limit ........................ 0
  Setup repair after global routing missed its margin ........................ true
  Clock skew ........................ 0.0125 ns
  Slew HR ........................ 0.798
  Transition at the pin with the smallest max-transition slack ........................ 0.298 ns
  Final setup viols ........................ 1
  Final number of hold-violating endpoints ........................ 0
  Aggregate negative setup slack ........................ -0.262 ns
  Post-Route Hold Slack ........................ 0.0675 ns

[Die]
  Die ar. ........................ 6400 µm²
  Total core area ........................ 3420 µm²
  Num ports ........................ 3
  Die H ........................ 80 µm
  Horizontal die dimension ........................ 80 µm
  Number of rows created at floorplan ........................ 21
  Core Util at FP ........................ 0.143

[Pwr]
  Cell leakage power ........................ 0.304 nW
  Total chip power ........................ 1.32 mW
  Worst IR Drop VDD ........................ 0.517 mV
  Power density normalized to cell area ........................ 1840 nW/µm²

[Critical path]
  Maximum cell stage delay along the critical path ........................ 0.36 ns
  Delay-heaviest family, CP ........................ flip-flops
  Critical path class ........................ flip-flop to output port
  Buf/Inv on CP ........................ 2
  Slowest-stage cell, CP ........................ sky130_fd_sc_hd__dfxtp_4
  Nature of the critical path endpoint ........................ output port
  Nature of the critical path startpoint ........................ flip-flop
  Required time at the worst-slack endpoint ........................ 1.12 ns
  Crit path DAT ........................ 1.38 ns
  Cell-by-cell listing of the critical path ........................ inv_2 -> ha_4 -> nor2_4 -> mux2_4 -> buf_2
  Maximum fanout along the worst path ........................ 3

[Min path]
  Class of the worst hold path ........................ clock port to flip-flop

[Place]
  Cell area after placement ........................ 561 µm²
  Global placer's final weighted congestion ........................ 0.694
  DP Wirelength ........................ 550 µm
  Minimum setup slack after placement ........................ -0.313 ns
  Count of input and output buffers ........................ 1

[GRT]
  Tot GR Track Use ........................ 0.0340
  Maximum number of pins on one net before global-route repair ........................ 7
  Number of antenna violations at the first check in global routing ........................ 0
  Overflow left after global routing ........................ 0
  Number of global-route vias before repair ........................ 494
  Wire length of the first global-routing pass ........................ 1730 µm

[Flow run]
  Log Warnings ........................ 40
  Maximum Capacitance Violations ........................ 0

[Status]
  Run status ........................ finished, violations left
  Violated checks ........................ negative setup slack

----------------------------------------------------
-- registers in the layout, indices dropped and copies added (netlist names) --
name,cells
pr1.cycle_ct,8
pr1.done,1
pr3.done,1
rotator,2
-- cell families (layout without fill, tap and decap cells) --
family                     after synthesis  count (layout)  share of synthesized area
muxes                                    1               1                     0.0230
AOI/OAI and AO/OA                        7               7                     0.0818
xor gates and xnor gates                 3               3                     0.0537
and+or+nand+nor                         19              19                      0.210
adders and majority gates                4               4                      0.102
DFF                                     12              12                      0.491
buffers and inverters                    5              20                     0.0383
-- where the power goes --
group | total (mW) | internal [mW] | switching, mW
Sequential | 0.373 | 0.373 | 0
Combinational | 0.000000102 | 0 | 0
Clock | 0.950 | 0.603 | 0.347
Total | 1.32 | 0.977 | 0.347
-- routing by layer --
layer	track usage	routed length (µm)
met4	0.0387	37
met5	0	0
met3	0.0477	84
met1	0.0257	396
met2	0.0353	370
-- worst min-delay path, cell delays in order --
cell                       delay (ns)
sky130_fd_sc_hd__clkbuf_4        0.11
sky130_fd_sc_hd__clkbuf_4        0.15
sky130_fd_sc_hd__nor2_1          0.04
-- cells in the mapped netlist --
library cell                n
sky130_fd_sc_hd__o31ai_1    1
sky130_fd_sc_hd__nor2_1     8
sky130_fd_sc_hd__nor3b_1    1
sky130_fd_sc_hd__o21ai_0    2
sky130_fd_sc_hd__xnor2_1    2
sky130_fd_sc_hd__nand2b_1   1
sky130_fd_sc_hd__or3_1      2
sky130_fd_sc_hd__dfxtp_1   12
sky130_fd_sc_hd__mux2_2     1
sky130_fd_sc_hd__ha_1       4
sky130_fd_sc_hd__inv_1      4
sky130_fd_sc_hd__nand3_1    3
sky130_fd_sc_hd__clkbuf_1   1
sky130_fd_sc_hd__or2_2      1
sky130_fd_sc_hd__nand2_1    1
sky130_fd_sc_hd__xor2_1     1
sky130_fd_sc_hd__nor4b_1    1
sky130_fd_sc_hd__o211ai_1   1
sky130_fd_sc_hd__a21oi_1    3
sky130_fd_sc_hd__nand4_2    1
-- final cells by class --
| cell class | count | area (µm²) | share of cell area |
|---|---|---|---|
| Sequential cell | 12 | 246 | 0.343 |
| Inverter | 3 | 11.3 | 0.0157 |
| Tap cell | 46 | 57.6 | 0.0800 |
| Clock buffer | 13 | 118 | 0.163 |
| Timing Repair Buffer | 2 | 12.5 | 0.0174 |
| Multi-Input combinational cell | 34 | 267 | 0.370 |
| Clock inverter | 2 | 7.51 | 0.0104 |
-- stage by stage --
stage          utilization  cells
2_1_floorplan            -     51
4_1_cts              0.206    112
6_report             0.211    112
5_1_grt              0.211    112
3_3_place_gp         0.164     98
3_5_place_dp         0.164     98
-- timing repair --
| item | CTS | global route |
|---|---|---|
| pin swaps | 2 | 1 |
| resized | 11 | 4 |
| endpoints found under the setup margin | 1 | 2 |
| hold buffers | 0 | 0 |
-- worst paths after layout --
path,startpoint,endpoint,slack (ns),cells past startpoint
hold reg to reg,rotator[0],rotator[0],0.44,1
max in group clk1,rotator[0],rotator[0],0.52,3
setup / recovery,rotator[0],done,-0.26,5
hold / removal,init,pr1.cycle_ct[4],0.07,3
setup reg to reg,pr1.cycle_ct[1],pr1.cycle_ct[6],0.14,4
min in group clk1,rotator[0],rotator[0],0.44,1
Power and IR drop assume default switching activity.
