==> design/flow/design.v <==
import definitions::*;
module pc (
  input        [4:0] op,  
  input              z,
  input              lt,
  input      [14:0] bamt,  
  input              clk,
  input              reset,
  output logic [7:0] PC);
  logic[1:0] state = 3;      
  assign brel = op==BA || (lt && op==BL) || (!lt && !z && op==BG) || (z && op==BE);
  always @(posedge reset) begin
    if (state >= 2) state = 0; 
    else state = state + 1;
  end
  always_ff @(posedge clk) 
    if (reset && state == 0)begin            
      PC <= 0;						 
   	end
    else if (reset && state == 1) begin
      PC <= 28;                      
    end
    else if (reset)begin
      PC <= 48;                      
    end
    else if (brel)begin
	    PC <= PC + bamt;
    end
    else begin
	    PC <= PC + 'b1;
    end
endmodule
==> design/flow/run.sh <==
#!/bin/bash
# OpenROAD 26Q1-2900-gdf79404cd8, Yosys 0.63+post, stock flow scripts
make -C /OpenROAD-flow-scripts/flow DESIGN_CONFIG=/design/flow/config.mk WORK_HOME=/design/flow/orfs finish
==> design/flow/config.mk <==
export PLATFORM = sky130hd
export DESIGN_NAME = pc
export DESIGN_NICKNAME = pc
export VERILOG_FILES = /design/flow/design.v
export SDC_FILE = /design/flow/constraint.sdc
export NUM_CORES = 4
export LEC_CHECK = 1
export CORE_AREA = 10 10 70 70
export DIE_AREA = 0 0 80 80
==> design/flow/constraint.sdc <==
current_design pc

set clk_period 7.0
set clk_io_pct 0.2

create_clock -name clk0 -period $clk_period [get_ports {clk}]
create_clock -name clk1 -period $clk_period [get_ports {reset}]

set non_clock_inputs [all_inputs -no_clocks]
set_input_delay [expr $clk_period * $clk_io_pct] -clock clk0 $non_clock_inputs
set_output_delay [expr $clk_period * $clk_io_pct] -clock clk0 [all_outputs]
==> flow_summary.toml <==
# yosys + openroad results
[floorplanning]
die-width_um = 80
num_io_pins = 32
core_area_mm2 = 0.003416
num_rows = 21
initial_core_util_pct = 21.25
die_area_mm2 = 0.006400
die_h_um = 80

[route]
dr.pass1.iters = 4
drc = 0
vias_per_cell = 4.412
routedWlPerCell_um = 12.37
via_count = 750
drt_first_iter_violations = 73
routed_wl_mm = 2.103
ant_nets = 0
diodes = 0

[global_route]
grt_pass1_vias = 970
grt_max_degree = 9
track_usage_pct = 6.788
antenna_found_initial = 0
overflow = 0
grt_pass1_wl_mm = 3.456

[setup_path]
r2r-end = "PC[6]"
end_kind = "register"
regToRegSetupSlack_ns = 5.20
cp_max_fo = 5
critPathArrivalTime_ns = 4.91
crit_type = "clk2reg"
setup.worst_path.start = "reset"
crit_required_ns = 7.20
worst_setup_path_start_kind = "clock port"
crit_end = "PC[6]"
reg2reg_depth = 8
rr_startpoint = "PC[0]"

[placement]
globalplace.congestion = 0.7519
io_buffers = 20
placed_area_um2 = 979.7
dp_cells = 144
dpl.hpwl_mm = 1.357

[flow_run]
warning_count = 58
cap_viol_max_count = 0

[final_layout]
num-fill-cells = 332
combGateArea_um2 = 499.2
fin_area_mm2 = 0.001230
seq_area_um2 = 200.2
syn_to_final_growth_pct = 69.48
drive_gt1_share_pct = 24.19
final_cells = 170

[power_and_ir_drop]
p_leak_uw = 0.0005492
power.density_cell_area_mw_per_mm2 = 448.5
irDropWorstVdd_mv = 0.2038
finalPower_uw = 551.6

[timing]
rsz0062_at_grt = "no"
finalSetupViolCount = 0
hold_ws_ns = 0.4423
hold_viol = 0
setup_tns_ns = 0
finalMaxSlewViolations = 0
slew-limit-headroom_pct = 67.49
worstMarginPinSlew_ns = 0.4841
skew_ns = 0.004246

[synth]
synth_flops = 10
ys_top_cells_by_count = "dfxtp_1 (10), ha_1 (10), nor2_1 (7)"
yosys_area_um2 = 725.7
yosys_warnings = 11
top_area_cell = "dfxtp_1"
synth-edff-count = 0
synthCells = 79
synth_area_um2 = 725.7
ys.flop_type = "dfxtp_1"
synthArstFlopShare_pct = 0
ys_cells = 79
ys_types = 32
topCellsByArea = "dfxtp_1 (28%), ha_1 (17%), and2_2 (5.2%)"
post_synth.cell_area_avg_um2 = 9.186
postSynthSeqShare_pct = 27.59
top_cell_area_share_pct = 27.59

[clocking]
clk_pin_slew_worst_paths_ns = 0.06
cts_setup_buffers = 0
cts_resized = 0
postCtsHoldBufs = 0
cts_tree = "built"

[outcome]
status = "complete, no violations"

[min_path]
hp-start = "reset"
hp-class = "clk2reg"
hold_depth = 6
-- area by class of cell --
class	instances	area share, %
Sequential cell	10	16.28
Inverter	6	1.831
Clock buffer	26	20.35
Timing Repair Buffer	20	16.28
Multi-Input combinational cell	62	40.59
Tap cell	46	4.680
-- placed cells by master (no fill, tap or decap), drive strengths merged --
cell type,instances
a21boi,1
or2b,1
nor4bb,1
or4b,1
clkbuf,26
nand3b,2
nand3,2
dfxtp,10
ha,10
a2111o,1
nand2b,2
inv,6
clkdlybuf4s50,20
nor2b,2
mux2i,1
o21ai,5
o31ai,1
nand4,1
nor2,7
a311oi,1
nor3b,2
a21oi,2
xor2,2
o22ai,1
nor4,1
and2,5
nor3,2
a211oi,2
xnor2,2
a21o,1
fa,1
nand2,2
-- cells by family (layout without fill, tap and decap cells) --
| logic type | after synthesis | after routing | synth area share (%) |
|---|---|---|---|
| AND-OR/OR-AND | 15 | 15 | 14.48 |
| XOR/XNOR | 4 | 4 | 4.828 |
| adder cells (fa/ha/maj) | 11 | 11 | 20.00 |
| buffers and inverters | 7 | 52 | 3.620 |
| flip-flops | 10 | 10 | 27.59 |
| multiplexers | 1 | 1 | 1.379 |
| AND/OR/NAND/NOR | 31 | 31 | 28.10 |
-- power breakdown --
| group | switching, µW | internal, µW | total (µW) |
|---|---|---|---|
| Sequential | 11.6 | 78.0 | 89.7 |
| Combinational | 41.0 | 60.9 | 102 |
| Clock | 114 | 246 | 360 |
| Total | 167 | 385 | 552 |
-- metrics by stage --
step                utilization, %  worst slack (ns)
finish                       36.01             2.286
global route                 36.01             2.268
CTS                          36.01             2.263
detailed placement           28.68             2.789
global placement             28.68             2.790
floorplan                        -             2.790
-- layer usage --
metal / track usage, % / vias up / wire length, µm
met4: 6.866 / 0 / 55
met2: 7.865 / 41 / 953
met1: 6.317 / 331 / 856
met5: 0 / - / 0
li1: - / 372 / -
met3: 6.932 / 6 / 238
-- how the worst min path moves through the flow --
stage / end / slack, ns
6_report: PC[1] / 0.44
5_1_grt: PC[1] / 0.46
4_1_cts: state[0] / 0.45
-- flip-flops by register name, summed over array words and instances, names as in the netlist --
register  flops
PC            8
state         2
-- critical path, cell delays in order --
cell,delay [ns]
clkbuf_4,0.11
clkbuf_4,0.12
clkbuf_4,0.13
clkbuf_4,0.15
clkbuf_16,0.14
or4b_1,0.47
a21oi_1,0.16
nand3b_1,0.13
Power and IR drop assume default switching activity.
