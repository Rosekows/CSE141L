[flow/config.mk]
export PLATFORM = sky130hd
export DESIGN_NAME = dmem
export DESIGN_NICKNAME = dmem
export VERILOG_FILES = /design/flow/design.v
export SDC_FILE = /design/flow/constraint.sdc
export NUM_CORES = 4
export LEC_CHECK = 1
export CORE_UTILIZATION = 40
[flow/constraint.sdc]
current_design dmem

set clk_period 29.1
set clk_io_pct 0.2

create_clock -name clk0 -period $clk_period [get_ports {clk}]

set non_clock_inputs [all_inputs -no_clocks]
set_input_delay [expr $clk_period * $clk_io_pct] -clock clk0 $non_clock_inputs
set_output_delay [expr $clk_period * $clk_io_pct] -clock clk0 [all_outputs]
[flow/design.v]
module dmem(
  input      clk,
             we,
  input[7:0] addr,
  input[7:0] di,
  output logic[7:0] dout);
  logic[7:0] guts[256];
  always_ff @(posedge clk) if (we) begin
    guts[addr] <= di;
  end
  always_comb begin
    dout = guts[addr];
  end
endmodule
[flow/run.sh]
#!/bin/bash
# OpenROAD 26Q1-2900-gdf79404cd8, Yosys 0.63+post, stock flow scripts
make -C /OpenROAD-flow-scripts/flow DESIGN_CONFIG=/design/flow/config.mk WORK_HOME=/design/flow/orfs finish
==> summary.txt <==
Physical implementation.

- The most frequent logic cell in the layout is sky130_fd_sc_hd__edfxtp_1.
- The total cells reported by yosys after synthesis is 3539.
- The area of the die is 0.1976 sq mm.
- The final hold violation count is 0.
- Per the CTS log, the buffer count on the longest clock path is 3.
- The mean cell area of the mapped netlist is 22.13 sq um.
- The tally of filler cells in the layout is 15830.
- The worst setup path is launched from an input pin.
- For this run, the number of Yosys warnings is 1.
- The starting density of the core is 40.21%.
- Setup repair after global routing left no endpoint under its margin.
- Ranked by flip-flop count, first place goes to guts.
- The run finished with clean final reports.
- The detailed-routing iteration count for the pre-antenna-repair pass is 5.
- Per the run summary, max-cap violations total 0.
- The wire length of the first global-routing pass is 276.7 mm.
- The transition time of the tightest slew-check pin is 1.330 ns.
- The flow measured a signed area growth from synthesis to layout of 13.19%.
- Per the cell usage report, the commonest logic cells after layout are 2048 x sky130_fd_sc_hd__edfxtp_1, 512 x sky130_fd_sc_hd__mux4_2, 256 x sky130_fd_sc_hd__a22oi_1, 231 x sky130_fd_sc_hd__nor2_1, 206 x sky130_fd_sc_hd__clkbuf_16.
- The area of the mapped netlist is 0.07833 sq mm.
- The maximum clock frequency is 0.05856 GHz.
- TritonCTS built the clock tree.
- The leakage dissipation is 26.67 nW.
- The horizontal die dimension reported for this design is 444.5 um.
- The fraction of final layout cells sized beyond drive strength 1 is 25.03%.
- The cell count after synthesis came out at 3539.
- Post-CTS repair changed the size of 0 cells.
- The number of warnings in the stage logs is 29.
- The arrival time of data at the worst endpoint is listed as 11.26 ns.
- The worst setup path is of the in2out kind.
- The post-CTS setup buffer count is 0.
- After detailed routing, the number of vias per cell comes to 5.690.
- The worst hold path class is in2reg.
- The area recorded from the Yosys report for this design is 0.07833 sq mm.
- Entering global routing, the biggest net connects 114 pins.
- The number of clock sinks is 2048.
- Checking max transition, the worst relative margin is 10.20%.
- The power after layout is 6.076 mW.
- The registers reported with the highest flop counts are guts: 2048 flops.
- The final RePlAce weighted congestion is 0.8664.
- Summing all multi-input logic gate instances after layout gives 0.01584 sq mm.
- The hold path startpoint is di[5].
- The HPWL after detailed placement is 109.0 mm.
- The register with the most flip-flops in the layout has 2048 of them.
- For this design the top-level I/O count stands at 26.
- The shortest clock period the worst path allows after layout is 17.08 ns.
- The DRC violation count after routing is 0.
- The DRC violation total after the first TritonRoute iteration is 2550.
- The core area is 0.1948 sq mm.
- The number of nets with antenna violations after detailed routing is 0.
- Per the detail_route report, routed wire per instance is 29.13 um.
- The largest fanout on the critical path is 57.
- The worst IR drop on VDD is 0.05267 mV.
- The die is 444.5 um tall.
- The total setup violations reported at the end of the flow is 0.
- The number of cells traversed by the worst hold path is 1.
- The H-tree was split into 4 levels.
- The capture endpoint of the worst hold path is guts[86][5].
- The number of cell rows is 162.
- In the CTS report, the clock slew at the register clock pins of the worst setup and hold paths is listed as 0.06 ns.
- The netlist uses 21 different library cells.
- After detailed routing, the total wire length is 189.0 mm.
- The final worst-path cycle share is 58.69%.
- The worst setup path is captured at an output port.
- The required time at the worst endpoint is listed as 23.28 ns.
- The synthesis stat section lists a flop and latch total of 2048.
- The buffer cell driving the clock tree root is sky130_fd_sc_hd__clkbuf_16.
- Across all layers, the routed design uses 36920 vias.
- The proportion of synthesized chip area in sequential cells is 78.51%.
- The post-cts hold buffer count is 0.
- The power density over cell area is 68.53 mW/mm^2.
- The initial antenna violation count is 6.
- The remaining global-route overflow is 0.
- The via count of the first global-routing pass is 40910.
- After routing, the total negative slack on setup checks comes to 0 ns.
- As logged by OpenROAD, the buffers inserted on ports number 25.
- The total routing resource utilization after global routing is 21.42%.
- The sequential cell area is 0.06150 sq mm.
- The max-slew violation total from the final report is 0.
- The CTS buffer count is 205.
-- critical path: stages --
cell	delay (ns)
sky130_fd_sc_hd__buf_8	0.47
sky130_fd_sc_hd__buf_4	0.70
sky130_fd_sc_hd__buf_4	0.67
sky130_fd_sc_hd__mux4_2	0.58
sky130_fd_sc_hd__a22oi_1	0.37
sky130_fd_sc_hd__a21oi_1	0.23
sky130_fd_sc_hd__o41ai_1	1.13
sky130_fd_sc_hd__nand4_1	0.56
sky130_fd_sc_hd__clkdlybuf4s50_1	0.54
-- how the worst max path moves through the flow --
stage	from	endpoint	slack [ns]	depth (start not counted)
after CTS	addr[0]	dout[4]	11.82	9
after global routing	addr[0]	dout[3]	11.71	9
final	addr[0]	dout[3]	12.02	9
-- cells in the mapped netlist --
cell                          n  area [sq um]
sky130_fd_sc_hd__a22oi_1    256          1922
sky130_fd_sc_hd__nor2b_1      7         43.79
sky130_fd_sc_hd__or3_1        1         6.260
sky130_fd_sc_hd__nand2_1     28         105.1
sky130_fd_sc_hd__buf_1       19         71.32
sky130_fd_sc_hd__and2_1       3         18.77
sky130_fd_sc_hd__inv_1        1         3.750
sky130_fd_sc_hd__buf_4       16         120.1
sky130_fd_sc_hd__nor2_1     232         870.8
sky130_fd_sc_hd__a21oi_1    128         640.6
sky130_fd_sc_hd__buf_2       36         180.2
sky130_fd_sc_hd__mux4_2     512         11530
sky130_fd_sc_hd__nand2b_1     6         37.54
sky130_fd_sc_hd__nand3_1     13         65.06
sky130_fd_sc_hd__edfxtp_1  2048         61500
sky130_fd_sc_hd__buf_6       16         180.2
sky130_fd_sc_hd__or2_2        2         12.51
sky130_fd_sc_hd__nor3_1      30         150.1
sky130_fd_sc_hd__clkbuf_1   145         544.3
sky130_fd_sc_hd__nand4_1      8         50.05
sky130_fd_sc_hd__o41ai_1     32         280.3
-- cell families after synthesis --
| logic type | Yosys count | synth area share (%) |
|---|---|---|
| simple gates | 330 | 1.736 |
| compound gates | 416 | 3.629 |
| flops | 2048 | 78.51 |
| buf+inv | 233 | 1.404 |
| mux | 512 | 14.72 |
-- routing by layer --
metal / global-route usage, % / up-vias / routed length [um]
met3: 14.91 / 340 / 29600
met1: 28.23 / 19020 / 64340
met2: 30.65 / 2145 / 88580
met5: 2.271 / - / 659
li1: - / 15400 / -
met4: 4.937 / 21 / 5837
-- area by class of cell --
class / count / area share (%)
tap: 2624 / 3.703
antenna: 2 / 0.005645
timing repair buffer: 176 / 1.671
clock buffer: 256 / 6.026
sequential: 2048 / 69.36
clock inverter: 124 / 1.358
multi-input combinational: 1258 / 17.87
inverter: 1 / 0.004234
-- report_power, final --
part           leakage (nW)  switching (mW)  internal, mW
registers              18.4         0.00127          3.25
logic                  5.09           0.178        0.0930
clock network          3.17            1.11          1.44
-- metrics by stage --
stage	utilization (%)	hold WS, ns	cells	worst slack [ns]	instance area (sq um)
3_3_place_gp	42.15	6.245	6106	11.83	82110
6_report	45.52	5.376	6489	12.02	88660
3_5_place_dp	42.15	6.255	6106	11.81	82110
4_1_cts	45.51	5.335	6486	11.82	88650
5_1_grt	45.52	5.359	6488	11.71	88660
2_1_floorplan	-	5.919	3539	15.72	78330
No activity file was given, so power comes from the tool's default toggle rates.
